**design/flow/config.mk**
```make
export PLATFORM = sky130hd
export DESIGN_NAME = simple_calculator
export DESIGN_NICKNAME = simple_calculator
export VERILOG_FILES = /design/flow/design.v
export SDC_FILE = /design/flow/constraint.sdc
export NUM_CORES = 4
export LEC_CHECK = 1
export CORE_UTILIZATION = 50
```
**design/flow/constraint.sdc**
```tcl
current_design simple_calculator

set clk_period 6.8
set clk_io_pct 0.2

create_clock -name clk0 -period $clk_period [get_ports {Clk}]

set non_clock_inputs [all_inputs -no_clocks]
set_input_delay [expr $clk_period * $clk_io_pct] -clock clk0 $non_clock_inputs
set_output_delay [expr $clk_period * $clk_io_pct] -clock clk0 [all_outputs]
```
**design/flow/design.v**
```verilog
module simple_calculator(
    Clk,
    WEN,
    RW,
    RX,
    RY,
    DataIn,
    Sel,
    Ctrl,
    busY,
    Carry
);
    input        Clk;
    input        WEN;
    input  [2:0] RW, RX, RY;
    input  [7:0] DataIn;
    input        Sel;
    input  [3:0] Ctrl;
    output [7:0] busY;
    output       Carry;
    reg  [7:0] alu_x;
    wire [7:0] busX;
    wire [7:0] busW;
    wire [7:0] alu_out;
    register_file register_file_inst(.Clk(Clk), .WEN(WEN), .RW(RW), .RX(RX), .RY(RY), 
                                     .busX(busX), .busY(busY), .busW(alu_out));
    alu           alu_inst(.ctrl(Ctrl), .x(alu_x), .y(busY), .carry(Carry), .out(alu_out));
    always @ (*) begin
        alu_x = Sel ? busX : DataIn;
    end
endmodule
module SingleCycle_MIPS(
    clk,
    rst_n,
    IR_addr,
    IR,
    RF_writedata,
    ReadDataMem,
    CEN,
    WEN,
    A,
    ReadData2,
    OEN
);
    input         clk, rst_n;
    input  [31:0] IR;
    output [31:0] IR_addr;
    output [31:0] RF_writedata;
    input  [31:0] ReadDataMem;   
    output        CEN;           
    output        WEN;           
    output  [6:0] A;             
    output [31:0] ReadData2;     
    output        OEN;           
    wire        RegDst;
    wire        RegWrite;
    wire        ALUSrc;
    wire        ALUOp;
    wire        MemWrite;
    wire        MemRead;
    wire        MemToReg;
    wire        Branch;
    wire        Jump;
    wire        PCSrc;
    wire        WriteRA;
    wire  [4:0] reg_w;
    wire [31:0] alu_y;
    wire        alu_zero;
    wire [31:0] reg_bus_w;
    wire [31:0] reg_bus_x;
    wire [31:0] reg_bus_y;
    wire [31:0] alu_out;
    wire [31:0] branch_addr;
    wire [31:0] jump_addr;
    wire [31:0] sign_extend;
    wire  [2:0] alu_ctrl;
    wire  [5:0] opcode;
    wire  [5:0] funct;
    wire  [8:0] sl_bypass;
    wire [31:0] pc_w, pc_4;
    reg  [31:0] pc_r;
    wire reg_WEN;
    register_file rf_inst(
        .Clk(clk),
        .rst_n(rst_n),
        .WEN(reg_WEN),
        .RW(reg_w),
        .busW(reg_bus_w),
        .RX(IR[25:21]),
        .RY(IR[20:16]),
        .busX(reg_bus_x),
        .busY(reg_bus_y)
    );
    alu alu_inst(
        .ctrl(alu_ctrl),
        .x(reg_bus_x),
        .y(alu_y),
        .out(alu_out),
        .zero(alu_zero)
    );
    alu_ctrl_unit alu_ctrl_unit_inst(
        .ALUOp(ALUOp),
        .funct(IR[5:0]),
        .alu_ctrl(alu_ctrl),
        .PCSrc(PCSrc)
    );
    ctrl_unit ctrl_unit_inst(
        .opcode(IR[31:26]),
        .RegDst(RegDst),
        .Jump(Jump),
        .Branch(Branch),
        .MemToReg(MemToReg),
        .MemWrite(MemWrite),
        .MemRead(MemRead),
        .ALUOp(ALUOp),
        .ALUSrc(ALUSrc),
        .RegWrite(RegWrite),
        .WriteRA(WriteRA)
    );
    assign reg_WEN = RegWrite & ~PCSrc;
    assign reg_w = WriteRA ? 5'd31 : RegDst ? IR[15:11] : IR[20:16];
    assign reg_bus_w = WriteRA ? {2'b0, pc_4[31:2]} : ~MemToReg ? alu_out : ReadDataMem;
    assign CEN = ~(MemWrite | MemRead);
    assign WEN = ~MemWrite;
    assign OEN = 1'b0;
    assign A = sl_bypass[8:2];
    assign RF_writedata = reg_bus_w;
    assign ReadData2 = reg_bus_y;
    assign alu_y = reg_bus_y;
    assign IR_addr = pc_r;
    assign pc_4 = pc_r + 4;
    assign sign_extend = {{16{IR[15]}}, IR[15:0]};
    assign jump_addr = {pc_4[31:28], {IR[25:0], 2'b0}};
    assign sl_bypass = sign_extend[8:0] + reg_bus_x[8:0];
    assign pc_w = PCSrc ? {reg_bus_x[29:0], 2'b0} : Jump ? jump_addr : branch_addr;
    assign branch_addr = (Branch & alu_zero) ? pc_4 + {sign_extend[29:0], 2'b0} : pc_4;
    always @ (posedge clk or negedge rst_n) begin
        if (~rst_n) pc_r <= 32'b0;
        else        pc_r <= pc_w;
    end
endmodule
module ctrl_unit(
    opcode,
    RegDst,
    Jump,
    Branch,
    MemToReg,
    MemWrite,
    MemRead,
    ALUOp,
    ALUSrc,
    RegWrite,
    WriteRA
);
    input  [5:0] opcode;
    output       RegDst;
    output       Jump;
    output       Branch;
    output       MemToReg;
    output       MemWrite;
    output       MemRead;
    output       ALUOp;
    output       ALUSrc;
    output       RegWrite;
    output       WriteRA;
    reg       RegDst;
    reg       Jump;
    reg       Branch;
    reg       MemToReg;
    reg       MemWrite;
    reg       MemRead;
    reg       ALUOp;
    reg       ALUSrc;
    reg       RegWrite;
    reg       WriteRA;
    always @ (*) begin
        RegDst = ~(opcode[2] | opcode[1] | opcode[0]);
        MemWrite = opcode[5] & opcode[3];
        MemRead = opcode[5] & ~opcode[3];
        MemToReg = opcode[5] & ~opcode[3];
        ALUSrc = 1'b0;  
        RegWrite = ~((opcode[3] ^ opcode[2]) | (opcode[1] ^ opcode[0]));
        WriteRA = opcode[1] & opcode[0] & ~opcode[5];
        Jump = ~opcode[5] & ~opcode[3] & ~opcode[2] & opcode[1];
        Branch = opcode[2];
        ALUOp = opcode[2] | opcode[1] | opcode[0];
    end
endmodule
module alu_ctrl_unit(
    ALUOp,
    funct,
    alu_ctrl,
    PCSrc
);
    input        ALUOp;
    input  [5:0] funct;
    output [2:0] alu_ctrl;
    output       PCSrc;
    reg  [2:0] alu_ctrl;
    reg        PCSrc;
    reg  [4:0] op;
    always @ (*) begin
        op = {ALUOp, funct[3:0]};
        PCSrc = ~ALUOp & ~funct[5] & funct[3];
        case (op)
            5'b00000: alu_ctrl = 3'b000;
            5'b00010: alu_ctrl = 3'b001;
            5'b00100: alu_ctrl = 3'b010;
            5'b00101: alu_ctrl = 3'b110;
            5'b01010: alu_ctrl = 3'b101;
            default:  alu_ctrl = 3'b001;
        endcase
    end
endmodule
module alu(
    ctrl,
    x,
    y,
    carry,
    out,
    zero
);
    input   [2:0] ctrl;
    input  [31:0] x;
    input  [31:0] y;
    output        carry;
    output [31:0] out;
    output        zero;
    wire [32:0] add;
    wire [32:0] sub;
    wire [31:0] _y;
    reg         carry;
    reg  [31:0] out;
    assign _y = 1 + ~y;
    assign add = x + (ctrl[0] ? _y : y);
    assign zero = ~|out;
    always @ (*) begin
        case (ctrl[2:1])
          2'b01: {carry, out} = {1'b0, x & y};
          2'b11: {carry, out} = {1'b0, x | y};
          2'b10: {carry, out} = {31'b0, add[31]};
          2'b00: {carry, out} = add;
        endcase
    end
endmodule
module register_file(
    Clk  ,
    rst_n,
    WEN  ,
    RW   ,
    busW ,
    RX   ,
    RY   ,
    busX ,
    busY
);
input         Clk, WEN, rst_n;
input   [4:0] RW, RX, RY;
input  [31:0] busW;
output [31:0] busX, busY;
reg  [31:0] busX, busY;
reg [31:0] r_r0, r_w0;
reg [31:0] r_r1, r_w1;
reg [31:0] r_r2, r_w2;
reg [31:0] r_r3, r_w3;
reg [31:0] r_r4, r_w4;
reg [31:0] r_r5, r_w5;
reg [31:0] r_r6, r_w6;
reg [31:0] r_r7, r_w7;
reg [31:0] r_r8, r_w8;
reg [31:0] r_r9, r_w9;
reg [31:0] r_r10, r_w10;
reg [31:0] r_r11, r_w11;
reg [31:0] r_r12, r_w12;
reg [31:0] r_r13, r_w13;
reg [31:0] r_r14, r_w14;
reg [31:0] r_r15, r_w15;
reg [31:0] r_r16, r_w16;
reg [31:0] r_r17, r_w17;
reg [31:0] r_r18, r_w18;
reg [31:0] r_r19, r_w19;
reg [31:0] r_r20, r_w20;
reg [31:0] r_r21, r_w21;
reg [31:0] r_r22, r_w22;
reg [31:0] r_r23, r_w23;
reg [31:0] r_r24, r_w24;
reg [31:0] r_r25, r_w25;
reg [31:0] r_r26, r_w26;
reg [31:0] r_r27, r_w27;
reg [31:0] r_r28, r_w28;
reg [31:0] r_r29, r_w29;
reg [31:0] r_r30, r_w30;
reg [31:0] r_r31, r_w31;
always @ (*) begin
    case (RX)
        5'd0: busX = r_r0;
        5'd1: busX = r_r1;
        5'd2: busX = r_r2;
        5'd3: busX = r_r3;
        5'd4: busX = r_r4;
        5'd5: busX = r_r5;
        5'd6: busX = r_r6;
        5'd7: busX = r_r7;
        5'd8: busX = r_r8;
        5'd9: busX = r_r9;
        5'd10: busX = r_r10;
        5'd11: busX = r_r11;
        5'd12: busX = r_r12;
        5'd13: busX = r_r13;
        5'd14: busX = r_r14;
        5'd15: busX = r_r15;
        5'd16: busX = r_r16;
        5'd17: busX = r_r17;
        5'd18: busX = r_r18;
        5'd19: busX = r_r19;
        5'd20: busX = r_r20;
        5'd21: busX = r_r21;
        5'd22: busX = r_r22;
        5'd23: busX = r_r23;
        5'd24: busX = r_r24;
        5'd25: busX = r_r25;
        5'd26: busX = r_r26;
        5'd27: busX = r_r27;
        5'd28: busX = r_r28;
        5'd29: busX = r_r29;
        5'd30: busX = r_r30;
        5'd31: busX = r_r31;
    endcase
    case (RY)
        5'd0: busY = r_r0;
        5'd1: busY = r_r1;
        5'd2: busY = r_r2;
        5'd3: busY = r_r3;
        5'd4: busY = r_r4;
        5'd5: busY = r_r5;
        5'd6: busY = r_r6;
        5'd7: busY = r_r7;
        5'd8: busY = r_r8;
        5'd9: busY = r_r9;
        5'd10: busY = r_r10;
        5'd11: busY = r_r11;
        5'd12: busY = r_r12;
        5'd13: busY = r_r13;
        5'd14: busY = r_r14;
        5'd15: busY = r_r15;
        5'd16: busY = r_r16;
        5'd17: busY = r_r17;
        5'd18: busY = r_r18;
        5'd19: busY = r_r19;
        5'd20: busY = r_r20;
        5'd21: busY = r_r21;
        5'd22: busY = r_r22;
        5'd23: busY = r_r23;
        5'd24: busY = r_r24;
        5'd25: busY = r_r25;
        5'd26: busY = r_r26;
        5'd27: busY = r_r27;
        5'd28: busY = r_r28;
        5'd29: busY = r_r29;
        5'd30: busY = r_r30;
        5'd31: busY = r_r31;
    endcase
    r_w0 = 32'b0;
    r_w1 = r_r1;
    r_w2 = r_r2;
    r_w3 = r_r3;
    r_w4 = r_r4;
    r_w5 = r_r5;
    r_w6 = r_r6;
    r_w7 = r_r7;
    r_w8 = r_r8;
    r_w9 = r_r9;
    r_w10 = r_r10;
    r_w11 = r_r11;
    r_w12 = r_r12;
    r_w13 = r_r13;
    r_w14 = r_r14;
    r_w15 = r_r15;
    r_w16 = r_r16;
    r_w17 = r_r17;
    r_w18 = r_r18;
    r_w19 = r_r19;
    r_w20 = r_r20;
    r_w21 = r_r21;
    r_w22 = r_r22;
    r_w23 = r_r23;
    r_w24 = r_r24;
    r_w25 = r_r25;
    r_w26 = r_r26;
    r_w27 = r_r27;
    r_w28 = r_r28;
    r_w29 = r_r29;
    r_w30 = r_r30;
    r_w31 = r_r31;
    if (WEN) begin
        case (RW)
            5'd0: r_w0 = 32'b0;
            5'd1: r_w1 = busW;
            5'd2: r_w2 = busW;
            5'd3: r_w3 = busW;
            5'd4: r_w4 = busW;
            5'd5: r_w5 = busW;
            5'd6: r_w6 = busW;
            5'd7: r_w7 = busW;
            5'd8: r_w8 = busW;
            5'd9: r_w9 = busW;
            5'd10: r_w10 = busW;
            5'd11: r_w11 = busW;
            5'd12: r_w12 = busW;
            5'd13: r_w13 = busW;
            5'd14: r_w14 = busW;
            5'd15: r_w15 = busW;
            5'd16: r_w16 = busW;
            5'd17: r_w17 = busW;
            5'd18: r_w18 = busW;
            5'd19: r_w19 = busW;
            5'd20: r_w20 = busW;
            5'd21: r_w21 = busW;
            5'd22: r_w22 = busW;
            5'd23: r_w23 = busW;
            5'd24: r_w24 = busW;
            5'd25: r_w25 = busW;
            5'd26: r_w26 = busW;
            5'd27: r_w27 = busW;
            5'd28: r_w28 = busW;
            5'd29: r_w29 = busW;
            5'd30: r_w30 = busW;
            5'd31: r_w31 = busW;
        endcase
    end
end
always @ (posedge Clk) begin
    r_r0 <= r_w0;
    r_r1 <= r_w1;
    r_r2 <= r_w2;
    r_r3 <= r_w3;
    r_r4 <= r_w4;
    r_r5 <= r_w5;
    r_r6 <= r_w6;
    r_r7 <= r_w7;
    r_r8 <= r_w8;
    r_r9 <= r_w9;
    r_r10 <= r_w10;
    r_r11 <= r_w11;
    r_r12 <= r_w12;
    r_r13 <= r_w13;
    r_r14 <= r_w14;
    r_r15 <= r_w15;
    r_r16 <= r_w16;
    r_r17 <= r_w17;
    r_r18 <= r_w18;
    r_r19 <= r_w19;
    r_r20 <= r_w20;
    r_r21 <= r_w21;
    r_r22 <= r_w22;
    r_r23 <= r_w23;
    r_r24 <= r_w24;
    r_r25 <= r_w25;
    r_r26 <= r_w26;
    r_r27 <= r_w27;
    r_r28 <= r_w28;
    r_r29 <= r_w29;
    r_r30 <= r_w30;
    r_r31 <= r_w31;
end
endmodule
```
**design/flow/run.sh**
```bash
#!/bin/bash
# OpenROAD 26Q1-2900-gdf79404cd8, Yosys 0.63+post, stock flow scripts
make -C /OpenROAD-flow-scripts/flow DESIGN_CONFIG=/design/flow/config.mk WORK_HOME=/design/flow/orfs finish
```
==> notes.md <==
The layout was made with Yosys and OpenROAD.

The clock period minus worst slack is 6.54 ns. In the synthesis report, Yosys lists the chip area as 0.00364 mm². The detail route stage leaves a number of antenna-violating nets equal to 0. The final hold violation count recorded for this run is 0. Of the combinational cells, the family taking the most area is AND-OR/OR-AND gates. The Yosys step of the flow raised 13 warnings. The first-pass GRT wire length is 13600 µm. The number of levels the H-tree was split into is 2. For this configuration, the core starts out at a cell density of 52.7%. The slew of the pin with the lowest slew margin is 0.641 ns. The critical path's slowest stage uses the library cell clkdlybuf4s50_1.

For reference, the critical path cell chain is clkdlybuf4s50_1 -> buf_4 -> and3_1 -> a311oi_2 -> inv_1 -> ha_1 -> nand2_1 -> o21ai_0 -> inv_1 -> fa_1 -> nand2b_1 -> a21oi_2 -> nor3_1 -> o21bai_1 -> a21oi_1 -> nor3b_1 -> clkdlybuf4s50_1. The floorplan step defined a die boundary enclosing 0.00763 mm². The area occupied by registers is 0.00168 mm². The region available for standard cell placement spans 0.00691 mm². Hold repair after CTS inserted 0 buffers. The power density relative to cell area is 192 mW/mm².

The run finished with clean final reports. CTS placed an instance of clkbuf_8 at the clock tree root. The peak clock frequency supported by timing is 153 MHz. For this run, asynchronously set or reset flops after synthesis account for 0%. The floorplan has 30 rows.

Per the synth log, the flip-flop and latch total comes to 56. Per the detail_route report, routed wire per instance is 20.0 µm. TritonCTS built the clock tree.

Setup repair after global routing left no endpoint under its margin. The number of top-level design ports is 33. The number of antenna violations at the first check in global routing is 0. The pre-CTS setup check shows a worst slack of 0.196 ns. The synthesized netlist was found by Yosys to have 304 cells. The maximum clock skew at final layout is 0.00786 ns. The setup check on the worst reg-to-reg path leaves a slack of 3.34 ns.

The worst-case vdd ir drop is 173 µV. Of the total synthesized cell area, the portion taken by full adders, half adders and majority gates is 6.43%. The final wirelength is 8900 µm. The initial DRC count is 89. From synthesis to final layout, the design area changed by 15.4%. The share of the Yosys chip area taken by registers is 46.2%. The number of global-route vias before repair was 2582. After routing the design area is 0.00420 mm². In this run, synthesis inferred 56 flip-flops with an integrated enable.

The synthesized instance count is 304. The startpoint-to-endpoint class of the critical path is input port to output port. The final route contains 2584 vias. The simple-gate area share of the yosys netlist is 9.69%.

The critical path data required time is 5.44 ns. The max-slew violation count is 0. Of the cells placed in the final design, the portion with a size suffix greater than 1 is 19.0%. The setup violation total in the final timing report is 0. OpenROAD emitted warnings numbering 28.

The kind of launch point of the worst setup path is an input port. The utilization of the core after routing is 60.9%. The global placer's final weighted congestion is 0.850. Summing every instance area after synthesis gives 0.00364 mm². The combinational cell area excluding buffers and inverters is 0.00176 mm².

Global routing used 26.6% of the available tracks. Summed over all nets, the half-perimeter wirelength after detailed placement is 6800 µm. The source-to-sink clock delay at the later pin of the worst-skew pair is 0.31 ns.

The report counts max-capacitance violations totalling 0. The mean instance size in the synthesized netlist is 12.0 µm². On the reported timing paths, the clock transition at the registers reads 0.10 ns. Summing the areas of all compound-gate instances in the mapped netlist gives 15.5% of the synthesized area. In this run the tool buffered the top-level ports with 31 buffer cells. The maximum buffer depth of the clock tree is 2.

The largest net degree at the start of global routing is 19. Data arrives at the worst endpoint at 5.18 ns. Measured along the x axis, the die boundary spans 87.3 µm. The remaining global-route overflow is 0. The number of clock sinks seen by CTS is 56. The highest layer touched by signal routing is met4. The multiplexer fraction of the synthesized cell area is 14.7%. The distinct cell type count after synthesis is 58. The number of buffers added by the clock tree synthesis step is 5.

Wire segments on met3 add up to 503 µm in the final route. The maximum fanout encountered on the critical timing path is 13. After routing, the total negative slack on setup checks comes to 0 ns. The top flip-flop cell by instance count after synthesis is edfxtp_1. The filler cell count in the final layout is 571.

The detailed-route vias per instance is 5.82. The longest individual stage delay on the worst path is 0.54 ns. The floorplan step set the die height to 87.3 µm. Note that the worst hold path type here is flop to flop. The placement stage leaves a total instance area of 0.00411 mm². The worst-case headroom to the max-slew limit is 57.1%.

The DRC violation count after routing is 0. The first detailed-routing pass ran for 4 iterations. The endpoint class of the critical path is an output port.

The leakage component of the power is 1.56 nW. The minimum setup slack in the final design is 0.260 ns. The XOR/XNOR share of the synthesized area is 1.92%.

The share of the cycle needed by the critical path after routing is 96.2%. 0 antenna diodes ended up in the layout. After detailed routing, the met2 layer carries 4270 µm of wire. The detailed router put a total of 3990 µm of wire on met1.
-- power breakdown --
part	switching (W)	internal, W	leakage, nW	total [W]
sequential	0.00000403	0.000403	0.515	0.000407
clock	0.000105	0.0000713	0.0378	0.000177
combinational	0.000124	0.000101	1.00	0.000225
total	0.000233	0.000575	1.56	0.000808
-- path summary, 6_finish.rpt --
check / startpoint / to / cells after the start
setup / recovery: RY[0] / Carry / 17
hold reg to reg: register_file_inst.r_r2[7] / register_file_inst.r_r1[7] / 4
setup reg to reg: register_file_inst.r_r2[1] / register_file_inst.r_r4[7] / 14
hold / removal: register_file_inst.r_r2[7] / register_file_inst.r_r1[7] / 4
-- stage by stage --
stage          total power, W  hold slack (ns)  cells
6_report             0.000808             1.35    444
5_1_grt              0.000843             1.44    444
4_1_cts              0.000809             1.35    444
3_5_place_dp         0.000637             1.33    436
3_3_place_gp         0.000635             1.31    436
2_1_floorplan        0.000566             1.06    304
-- what timing repair did --
action / CTS / global route
hold endpoints to repair: 0 / 0
setup buffers: 0 / 0
resized: 0 / 1
endpoints found under the setup margin: 0 / 1
-- layout by cell type, fill, tap and decap left out, drive strengths merged, types with 2 or more instances in the layout --
cell type / Yosys / layout
mux2: 9 / 9
edfxtp: 56 / 56
a221o: 2 / 2
maj3: 7 / 7
nor2b: 4 / 4
nor2: 18 / 18
nor3: 4 / 4
o21bai: 2 / 2
a221oi: 4 / 4
a22o: 7 / 7
nand2b: 11 / 11
clkdlybuf4s50: 0 / 31
a32o: 2 / 2
ha: 11 / 11
xnor2: 8 / 8
nand3: 6 / 6
inv: 19 / 19
o32ai: 2 / 2
a21o: 4 / 4
o31ai: 2 / 2
clkinvlp: 0 / 2
a211oi: 2 / 2
a21oi: 11 / 11
nand2: 15 / 15
clkbuf: 3 / 5
buf: 15 / 23
o21ai: 21 / 21
and3: 3 / 3
a22oi: 4 / 4
mux2i: 20 / 20
a31oi: 3 / 3
o2bb2ai: 4 / 4
mux4: 10 / 10
-- critical path: cells and delay by family --
family	cells	cell delay [ns]
compound gates	5	0.90
fa+ha+maj	2	0.70
buf+inv	5	1.52
simple gates	5	0.70
-- registers in the layout, indices dropped and copies added (netlist names) --
signal and flops:
register_file_inst.r_r1 8, register_file_inst.r_r2 8, register_file_inst.r_r3 8, register_file_inst.r_r4 8, register_file_inst.r_r5 8, register_file_inst.r_r6 8
register_file_inst.r_r7 8
-- cells in the mapped netlist, types with 6 or more instances --
cell / number / area (µm²)
ha_1: 11 / 138
buf_6: 6 / 67.6
nor2_1: 17 / 63.8
mux4_2: 9 / 203
nand2_1: 15 / 56.3
o21ai_0: 13 / 65.1
mux2i_1: 20 / 200
a22o_1: 7 / 61.3
edfxtp_1: 56 / 1680
inv_1: 14 / 52.6
xnor2_1: 8 / 70.1
mux2_2: 7 / 78.8
o21ai_1: 8 / 40.0
nand2b_1: 11 / 68.8
nand3_1: 6 / 30.0
a21oi_1: 10 / 50.1
-- layout make-up --
cell class / count / share of cell area [%]
multi-input combinational: 211 / 41.9
sequential: 56 / 40.0
timing repair buffer: 54 / 11.5
tap: 96 / 2.86
inverter: 19 / 1.70
clock buffer: 5 / 1.64
clock inverter: 3 / 0.447
-- layer usage --
layer  GRT usage (%)  vias to the layer above
met2            41.8                       64
li1                -                     1258
met1            41.2                     1251
met3            7.79                       11
met4            3.28                        0
met5               0                        -
-- kinds of logic after synthesis --
logic type,count (synthesis)
DFF,56
muxes,39
adders and majority gates,19
xor gates and xnor gates,8
and+or+nand+nor,68
buffers and inverters,37
AOI/OAI and AO/OA,77
Power and IR drop assume default switching activity.
