### run.sh
#!/bin/bash
# OpenROAD 26Q1-2900-gdf79404cd8, Yosys 0.63+post, stock flow scripts
make -C /OpenROAD-flow-scripts/flow DESIGN_CONFIG=/design/flow/config.mk WORK_HOME=/design/flow/orfs finish
### config.mk
export PLATFORM = sky130hd
export DESIGN_NAME = asu_gate
export DESIGN_NICKNAME = asu_gate
export VERILOG_FILES = /design/flow/design.v
export SDC_FILE = /design/flow/constraint.sdc
export NUM_CORES = 4
export LEC_CHECK = 1
export CORE_AREA = 10 10 79 79
export DIE_AREA = 0 0 89 89
### constraint.sdc
current_design asu_gate

set clk_period 5.9
set clk_io_pct 0.2

create_clock -name clk0 -period $clk_period

set non_clock_inputs [all_inputs -no_clocks]
set_input_delay [expr $clk_period * $clk_io_pct] -clock clk0 $non_clock_inputs
set_output_delay [expr $clk_period * $clk_io_pct] -clock clk0 [all_outputs]
### design.v
module ks_adder_gate_8 (x, y, carry, out);
  input  [7:0] x, y;
  output       carry;
  output [7:0] out;
  wire [7:0] p, g, c, s0;
  half_adder_pg ha0 (x[0], y[0], out[0], g[0]);
  half_adder_pg ha1 (x[1], y[1], p[1], g[1]);
  half_adder_pg ha2 (x[2], y[2], p[2], g[2]);
  half_adder_pg ha3 (x[3], y[3], p[3], g[3]);
  half_adder_pg ha4 (x[4], y[4], p[4], g[4]);
  half_adder_pg ha5 (x[5], y[5], p[5], g[5]);
  half_adder_pg ha6 (x[6], y[6], p[6], g[6]);
  half_adder_pg ha7 (x[7], y[7], p[7], g[7]);
  ks_parallel_prefix_logic_8 ksppl0 (g, p, {carry, c});
  xor #1 xor1 (out[1], p[1], c[1]);
  xor #1 xor2 (out[2], p[2], c[2]);
  xor #1 xor3 (out[3], p[3], c[3]);
  xor #1 xor4 (out[4], p[4], c[4]);
  xor #1 xor5 (out[5], p[5], c[5]);
  xor #1 xor6 (out[6], p[6], c[6]);
  xor #1 xor7 (out[7], p[7], c[7]);
endmodule
module ks_parallel_prefix_logic_8 (g, p, co);
  input  [7:0] g, p;
  output [8:0] co;
  wire [7:0] g1, p1, g2, p2, p3;
  wire [6:0] g3;
  ks_parallel_prefix_logic_8_layer ksppl_l1 (g, p, {g[6:0], {1{1'b0}}}, {p[6:0], {1{1'b1}}}, g1, p1);
  ks_parallel_prefix_logic_8_layer ksppl_l2 (g1, p1, {g1[5:0], {2{1'b0}}}, {p1[5:0], {2{1'b1}}}, g2, p2);
  ks_parallel_prefix_logic_8_layer ksppl_l3 (g2, p2, {g2[4:0], {4{1'b0}}}, {p2[4:0], {4{1'b1}}}, co[8:1], p3);
endmodule
module ks_parallel_prefix_logic_8_layer (gi1, pi1, gi2, pi2, go, po);
  input  [7:0] gi1, pi1, pi2, gi2;
  output [7:0] go, po;
  and #1 and00 (w0, gi2[0], pi1[0]);
  or  #1 or0   (go[0], w0, gi1[0]);
  and #1 and01 (po[0], pi1[0], pi2[0]);
  and #1 and10 (w1, gi2[1], pi1[1]);
  or  #1 or1   (go[1], w1, gi1[1]);
  and #1 and11 (po[1], pi1[1], pi2[1]);
  and #1 and20 (w2, gi2[2], pi1[2]);
  or  #1 or2   (go[2], w2, gi1[2]);
  and #1 and21 (po[2], pi1[2], pi2[2]);
  and #1 and30 (w3, gi2[3], pi1[3]);
  or  #1 or3   (go[3], w3, gi1[3]);
  and #1 and31 (po[3], pi1[3], pi2[3]);
  and #1 and40 (w4, gi2[4], pi1[4]);
  or  #1 or4   (go[4], w4, gi1[4]);
  and #1 and41 (po[4], pi1[4], pi2[4]);
  and #1 and50 (w5, gi2[5], pi1[5]);
  or  #1 or5   (go[5], w5, gi1[5]);
  and #1 and51 (po[5], pi1[5], pi2[5]);
  and #1 and60 (w6, gi2[6], pi1[6]);
  or  #1 or6   (go[6], w6, gi1[6]);
  and #1 and61 (po[6], pi1[6], pi2[6]);
  and #1 and70 (w7, gi2[7], pi1[7]);
  or  #1 or7   (go[7], w7, gi1[7]);
  and #1 and71 (po[7], pi1[7], pi2[7]);
endmodule
module carry_lookahead_adder_gate_8 (x, y, carry, out);
  input  [7:0] x, y;
  output       carry;
  output [7:0] out;
  carry_lookahead_adder_gate_4 cla4_0 (x[3:0], y[3:0], 1'b0, out[3:0], p3_0, g3_0);
  carry_lookahead_adder_gate_4 cla4_1 (x[7:4], y[7:4], c3_0, out[7:4], p7_4, g7_4);
  and #1 and00 (w00, p3_0, 1'b0);
  or  #1 or0   (c3_0, g3_0, w00);
  and #1 and10 (w10, p7_4, g3_0);
  and #1 and11 (w11, p7_4, p3_0, 1'b0);
  or  #1 or1   (carry, g7_4, w10, w11);
endmodule
module carry_lookahead_adder_gate_4 (x, y, c0, out, po, go);
  input        c0;
  input  [3:0] x, y;
  output       po, go;
  output [3:0] out;
  full_adder_pg fa0 (x[0], y[0], c0, out[0], p0, g0);
  full_adder_pg fa1 (x[1], y[1], c1, out[1], p1, g1);
  full_adder_pg fa2 (x[2], y[2], c2, out[2], p2, g2);
  full_adder_pg fa3 (x[3], y[3], c3, out[3], p3, g3);
  lookahead_gate_4 lg0 (c0, 
                        {p3, p2, p1, p0}, 
                        {g3, g2, g1, g0},
                        {c3, c2, c1, c0}, 
                        po, go);
endmodule
module lookahead_gate_4 (c0, p, g, co, po, go);
  input        c0;
  input  [3:0] p, g;
  output [3:0] co;
  output       po, go;
  and #1 and00 (w00, p[0], c0);
  or  #1 or0   (co[1], g[0], w00);
  and #1 and10 (w10, p[1], g[0]);
  and #1 and11 (w11, p[1], p[0], c0);
  or  #1 or1   (co[2], g[1], w10, w11);
  and #1 and20 (w20, p[2], g[1]);
  and #1 and21 (w21, p[2], p[1], g[0]);
  and #1 and22 (w22, p[2], p[1], p[0], c0);
  or  #1 or2   (co[3], g[2], w20, w21, w22);
  and #1 and30 (po, p[3], p[2], p[1], p[0]);
  and #1 and31 (w31, p[3], g[2]);
  and #1 and32 (w32, p[3], p[2], g[1]);
  and #1 and33 (w33, p[3], p[2], p[1], g[0]);
  or  #1 or3   (go, g[3], w31, w32, w33);
endmodule
module adder_gate (x, y, carry, out);
  input  [7:0] x, y;
  output       carry;
  output [7:0] out;
  full_adder fa0 (x[0], y[0], 1'b0, out[0], c0);
  full_adder fa1 (x[1], y[1], c0, out[1], c1);
  full_adder fa2 (x[2], y[2], c1, out[2], c2);
  full_adder fa3 (x[3], y[3], c2, out[3], c3);
  full_adder fa4 (x[4], y[4], c3, out[4], c4);
  full_adder fa5 (x[5], y[5], c4, out[5], c5);
  full_adder fa6 (x[6], y[6], c5, out[6], c6);
  full_adder fa7 (x[7], y[7], c6, out[7], carry);
endmodule
module full_adder (x, y, cin, sum, cout);
  input  x, y, cin;
  output sum, cout;
  xor #1 xor0 (w0, x, y);
  xor #1 xor1 (sum, cin, w0);
  and #1 and0 (w1, x, y);
  and #1 and1 (w2, cin, w0);
  or  #1 or0  (cout, w1, w2);
endmodule
module full_adder_pg (x, y, cin, sum, p, g);
  input  x, y, cin;
  output sum, p, g;
  xor #1 xor0 (p, x, y);
  xor #1 xor1 (sum, cin, p);
  and #1 and0 (g, x, y);
endmodule
module half_adder_pg (x, y, p, g);
  input  x, y;
  output p, g;
  xor #1 xor0 (p, x, y);
  and #1 and0 (g, x, y);
endmodule
module barrel_shifter_gate (in, shift, out);
  input  [7:0] in;
  input  [2:0] shift;
  output [7:0] out;
  wire [7:0] l1, l2;
  barrel_shift_gate_layer shift_l1 (in, {in[6:0], {1{1'b0}}}, shift[0], l1);
  barrel_shift_gate_layer shift_l2 (l1, {l1[5:0], {2{1'b0}}}, shift[1], l2);
  barrel_shift_gate_layer shift_l3 (l2, {l2[3:0], {4{1'b0}}}, shift[2], out);
endmodule
module barrel_shift_gate_layer (in0, in1, shift, out);
  input  [7:0] in0, in1;
  input        shift;
  output [7:0] out;
  mux mux0 (out[0], in0[0], in1[0], shift);
  mux mux1 (out[1], in0[1], in1[1], shift);
  mux mux2 (out[2], in0[2], in1[2], shift);
  mux mux3 (out[3], in0[3], in1[3], shift);
  mux mux4 (out[4], in0[4], in1[4], shift);
  mux mux5 (out[5], in0[5], in1[5], shift);
  mux mux6 (out[6], in0[6], in1[6], shift);
  mux mux7 (out[7], in0[7], in1[7], shift);
endmodule
module mux (x, a, b, sel);
  input  a, b, sel;
  output x;
  not #(1) n0 (sel_i, sel);
  and #(1) a1 (w1, a, sel_i);
  and #(1) a2 (w2, b, sel);
  or  #(1) o1 (x, w1, w2);
endmodule
module asu_gate (x, y, mode, carry, out);
  input  [7:0] x, y;
  input        mode;
  output       carry;
  output [7:0] out;
  wire [7:0] w_1, w_2;
  adder_gate          add0 (x, y, w_0, w_1);
  barrel_shifter_gate shift0 (x, y[2:0], w_2);
  assign #(2.5) out   = mode ? w_1 : w_2;
  assign #(2.5) carry = mode ? w_0 : 1'b0;
endmodule
==> results_dict.tcl <==
# implementation run metrics
set metrics [dict create \
    crit_fanout 2 \
    ios 26 \
    post-route-period-util_pct 96.90 \
    run_status "complete, no violations" \
    dp_worst_setup_slack_ns -0.5607 \
    firstDrtPassIters 4 \
    synthTopCellsByCount "fa_1, mux2i_1, inv_1" \
    hold_viol 0 \
    start_kind "input port" \
    syn_avg_cell_area_um2 10.55 \
    drtIter0Drc 35 \
    worstMarginPinSlew_ns 0.4744 \
    die-width_um 89 \
    synth_seq_share_pct 0 \
    netlist_area_um2 538.0 \
    utilization_pct 19.14 \
    hpwl_mm 1.481 \
    slew_headroom_pct 68.28 \
    routed_wl_mm 1.621 \
    seqCellArea_um2 0 \
    yosysTopAreaCell "fa_1" \
    fp-row-count 25 \
    layout.area.comb_um2 510.5 \
    dp_cells 133 \
    core_area_mm2 0.004661 \
    ys_types 24 \
    warnings 33 \
    post-synth-top-count-cell "fa_1" \
    postSynthCellCount 51 \
    fin_cells 133 \
    grt_overflow_total 0 \
    hold_depth 5 \
    ant_nets 0 \
    arrival_ns 4.54 \
    vias 490 \
    powerDensity_mw_per_mm2 78.59 \
    slew_viol_final 0 \
    yosys_area_um2 538.0 \
    viasPerCell 3.684 \
    cellLeakagePower_nw 0.3582 \
    min_path_type "in -> out" \
    globalplace.congestion 0.7696 \
    cts_hold_buf 0 \
    criticalPathCategory "in -> out" \
    max-vdd-ir-drop_mv 0.01051 \
    n_antenna_cell 0 \
    ys_cells 51 \
    grt_usage_pct 4.350 \
    min_period_ns 5.717 \
    finalSetupViolations 0 \
    floorplan.core_util_pct 11.54 \
    layout-drive-gt1-share_pct 24.05 \
    grt_pass1_wl_mm 2.753 \
    total_power_uw 70.11 \
    drc 0 \
    num-fill-cells 478 \
    setup_ws_ns 0.1832 \
    area_leaders "fa_1, mux2i_1, mux4_1" \
    rsz0062_at_grt "false" \
    fp.dieH_um 89 \
    critPathCaptureType "output port" \
    cp.required_ns 4.72 \
    portBuffers 26 \
    ff_count 0 \
    area_growth_pct 65.81 \
    grt_pass1_vias 596 \
    cap_violations 0 \
    fp.dieArea_mm2 0.007921 \
    yosys_warnings 14 \
    antenna_found_initial 0 \
    grt_max_degree 14 \
    post_drt_wl_per_cell_um 12.19 \
    post_cts_buffers 0 \
    top_cell_area_share_pct 26.05 \
    nClkBuffers 0 \
    fmax_ghz 0.1749 \
]
## stage by stage
| stage | cell area [um2] | hold slack, ns | setup TNS, ns |
|---|---|---|---|
| after global routing | 892.1 | 3.247 | 0 |
| after CTS | 892.1 | 3.176 | 0 |
| after floorplan | 538.0 | 2.467 | 0 |
| after detailed placement | 887.1 | 3.478 | -0.9122 |
| final | 892.1 | 3.163 | 0 |
| after global placement | 887.1 | 3.451 | -0.8760 |
## layout make-up
type	count	share of cell area, %
Timing Repair Buffer	32	33.10
Inverter	5	2.104
Multi-Input combinational cell	42	57.22
Tap cell	54	7.574
## critical path, cell delays in order
cell	delay, ns
clkdlybuf4s50_1	0.44
fa_2	0.36
fa_2	0.37
fa_2	0.35
fa_2	0.36
fa_2	0.39
fa_1	0.36
inv_1	0.08
fa_1	0.40
mux2i_1	0.13
buf_2	0.11
## cell usage in the layout (no fill, tap or decap), drive strengths merged
| cell type | instances |
|---|---|
| a21oi | 1 |
| a22o | 1 |
| a31oi | 1 |
| a32o | 1 |
| buf | 7 |
| clkdlybuf4s50 | 21 |
| dlygate4sd2 | 4 |
| fa | 7 |
| ha | 2 |
| inv | 5 |
| mux2 | 5 |
| mux2i | 6 |
| mux4 | 4 |
| nand2 | 4 |
| nand2b | 2 |
| nor2 | 2 |
| nor2b | 3 |
| nor3b | 1 |
| o31a | 1 |
| o41ai | 1 |
## power breakdown
part,internal (mW),switching [mW],total [mW]
Clock,0,0,0
Sequential,0,0,0
Combinational,0.0451,0.0251,0.0701
Total,0.0451,0.0251,0.0701
## per-layer routing
metal | track usage (%) | up-vias | wire length (um)
li1 | - | 243 | -
met1 | 4.926 | 234 | 585
met2 | 8.444 | 13 | 934
met3 | 1.010 | 0 | 101
met4 | 0.1445 | 0 | 0
met5 | 0 | - | 0
## what timing repair did
| item | CTS | global route |
|---|---|---|
| gates cloned | 0 | 0 |
| setup endpoints to repair | 3 | 2 |
| resized | 13 | 0 |
| pin swaps | 6 | 2 |
## path summary, 6_finish.rpt
kind  start     end  slack, ns
max    x[1]  out[7]       0.18
min    y[7]  out[7]       3.16
## cells by family (layout without fill, tap and decap cells)
family          Yosys count  in the layout  share of synthesized area, %
compound gates            6              6                         8.838
mux                      15             15                         41.16
buf+inv                   9             37                         7.905
fa+ha+maj                 9              9                         30.70
simple gates             12             12                         11.40
Power and IR drop assume default switching activity.
