$ cat flow/run.sh
#!/bin/bash
# OpenROAD 26Q1-2900-gdf79404cd8, Yosys 0.63+post, stock flow scripts
make -C /OpenROAD-flow-scripts/flow DESIGN_CONFIG=/design/flow/config.mk WORK_HOME=/design/flow/orfs finish
$ cat flow/constraint.sdc
current_design ks_adder_gate_8

set clk_period 8.5
set clk_io_pct 0.2

create_clock -name clk0 -period $clk_period

set non_clock_inputs [all_inputs -no_clocks]
set_input_delay [expr $clk_period * $clk_io_pct] -clock clk0 $non_clock_inputs
set_output_delay [expr $clk_period * $clk_io_pct] -clock clk0 [all_outputs]
$ cat flow/config.mk
export PLATFORM = sky130hd
export DESIGN_NAME = ks_adder_gate_8
export DESIGN_NICKNAME = ks_adder_gate_8
export VERILOG_FILES = /design/flow/design.v
export SDC_FILE = /design/flow/constraint.sdc
export NUM_CORES = 4
export LEC_CHECK = 1
export CORE_AREA = 10 10 70 70
export DIE_AREA = 0 0 80 80
$ cat flow/design.v
module ks_adder_gate_8 (x, y, carry, out);
  input  [7:0] x, y;
  output       carry;
  output [7:0] out;
  wire [7:0] p, g, c, s0;
  half_adder_pg ha0 (x[0], y[0], out[0], g[0]);
  half_adder_pg ha1 (x[1], y[1], p[1], g[1]);
  half_adder_pg ha2 (x[2], y[2], p[2], g[2]);
  half_adder_pg ha3 (x[3], y[3], p[3], g[3]);
  half_adder_pg ha4 (x[4], y[4], p[4], g[4]);
  half_adder_pg ha5 (x[5], y[5], p[5], g[5]);
  half_adder_pg ha6 (x[6], y[6], p[6], g[6]);
  half_adder_pg ha7 (x[7], y[7], p[7], g[7]);
  ks_parallel_prefix_logic_8 ksppl0 (g, p, {carry, c});
  xor #1 xor1 (out[1], p[1], c[1]);
  xor #1 xor2 (out[2], p[2], c[2]);
  xor #1 xor3 (out[3], p[3], c[3]);
  xor #1 xor4 (out[4], p[4], c[4]);
  xor #1 xor5 (out[5], p[5], c[5]);
  xor #1 xor6 (out[6], p[6], c[6]);
  xor #1 xor7 (out[7], p[7], c[7]);
endmodule
module ks_parallel_prefix_logic_8 (g, p, co);
  input  [7:0] g, p;
  output [8:0] co;
  wire [7:0] g1, p1, g2, p2, p3;
  wire [6:0] g3;
  ks_parallel_prefix_logic_8_layer ksppl_l1 (g, p, {g[6:0], {1{1'b0}}}, {p[6:0], {1{1'b1}}}, g1, p1);
  ks_parallel_prefix_logic_8_layer ksppl_l2 (g1, p1, {g1[5:0], {2{1'b0}}}, {p1[5:0], {2{1'b1}}}, g2, p2);
  ks_parallel_prefix_logic_8_layer ksppl_l3 (g2, p2, {g2[4:0], {4{1'b0}}}, {p2[4:0], {4{1'b1}}}, co[8:1], p3);
endmodule
module ks_parallel_prefix_logic_8_layer (gi1, pi1, gi2, pi2, go, po);
  input  [7:0] gi1, pi1, pi2, gi2;
  output [7:0] go, po;
  and #1 and00 (w0, gi2[0], pi1[0]);
  or  #1 or0   (go[0], w0, gi1[0]);
  and #1 and01 (po[0], pi1[0], pi2[0]);
  and #1 and10 (w1, gi2[1], pi1[1]);
  or  #1 or1   (go[1], w1, gi1[1]);
  and #1 and11 (po[1], pi1[1], pi2[1]);
  and #1 and20 (w2, gi2[2], pi1[2]);
  or  #1 or2   (go[2], w2, gi1[2]);
  and #1 and21 (po[2], pi1[2], pi2[2]);
  and #1 and30 (w3, gi2[3], pi1[3]);
  or  #1 or3   (go[3], w3, gi1[3]);
  and #1 and31 (po[3], pi1[3], pi2[3]);
  and #1 and40 (w4, gi2[4], pi1[4]);
  or  #1 or4   (go[4], w4, gi1[4]);
  and #1 and41 (po[4], pi1[4], pi2[4]);
  and #1 and50 (w5, gi2[5], pi1[5]);
  or  #1 or5   (go[5], w5, gi1[5]);
  and #1 and51 (po[5], pi1[5], pi2[5]);
  and #1 and60 (w6, gi2[6], pi1[6]);
  or  #1 or6   (go[6], w6, gi1[6]);
  and #1 and61 (po[6], pi1[6], pi2[6]);
  and #1 and70 (w7, gi2[7], pi1[7]);
  or  #1 or7   (go[7], w7, gi1[7]);
  and #1 and71 (po[7], pi1[7], pi2[7]);
endmodule
module carry_lookahead_adder_gate_8 (x, y, carry, out);
  input  [7:0] x, y;
  output       carry;
  output [7:0] out;
  carry_lookahead_adder_gate_4 cla4_0 (x[3:0], y[3:0], 1'b0, out[3:0], p3_0, g3_0);
  carry_lookahead_adder_gate_4 cla4_1 (x[7:4], y[7:4], c3_0, out[7:4], p7_4, g7_4);
  and #1 and00 (w00, p3_0, 1'b0);
  or  #1 or0   (c3_0, g3_0, w00);
  and #1 and10 (w10, p7_4, g3_0);
  and #1 and11 (w11, p7_4, p3_0, 1'b0);
  or  #1 or1   (carry, g7_4, w10, w11);
endmodule
module carry_lookahead_adder_gate_4 (x, y, c0, out, po, go);
  input        c0;
  input  [3:0] x, y;
  output       po, go;
  output [3:0] out;
  full_adder_pg fa0 (x[0], y[0], c0, out[0], p0, g0);
  full_adder_pg fa1 (x[1], y[1], c1, out[1], p1, g1);
  full_adder_pg fa2 (x[2], y[2], c2, out[2], p2, g2);
  full_adder_pg fa3 (x[3], y[3], c3, out[3], p3, g3);
  lookahead_gate_4 lg0 (c0, 
                        {p3, p2, p1, p0}, 
                        {g3, g2, g1, g0},
                        {c3, c2, c1, c0}, 
                        po, go);
endmodule
module lookahead_gate_4 (c0, p, g, co, po, go);
  input        c0;
  input  [3:0] p, g;
  output [3:0] co;
  output       po, go;
  and #1 and00 (w00, p[0], c0);
  or  #1 or0   (co[1], g[0], w00);
  and #1 and10 (w10, p[1], g[0]);
  and #1 and11 (w11, p[1], p[0], c0);
  or  #1 or1   (co[2], g[1], w10, w11);
  and #1 and20 (w20, p[2], g[1]);
  and #1 and21 (w21, p[2], p[1], g[0]);
  and #1 and22 (w22, p[2], p[1], p[0], c0);
  or  #1 or2   (co[3], g[2], w20, w21, w22);
  and #1 and30 (po, p[3], p[2], p[1], p[0]);
  and #1 and31 (w31, p[3], g[2]);
  and #1 and32 (w32, p[3], p[2], g[1]);
  and #1 and33 (w33, p[3], p[2], p[1], g[0]);
  or  #1 or3   (go, g[3], w31, w32, w33);
endmodule
module adder_gate (x, y, carry, out);
  input  [7:0] x, y;
  output       carry;
  output [7:0] out;
  full_adder fa0 (x[0], y[0], 1'b0, out[0], c0);
  full_adder fa1 (x[1], y[1], c0, out[1], c1);
  full_adder fa2 (x[2], y[2], c1, out[2], c2);
  full_adder fa3 (x[3], y[3], c2, out[3], c3);
  full_adder fa4 (x[4], y[4], c3, out[4], c4);
  full_adder fa5 (x[5], y[5], c4, out[5], c5);
  full_adder fa6 (x[6], y[6], c5, out[6], c6);
  full_adder fa7 (x[7], y[7], c6, out[7], carry);
endmodule
module full_adder (x, y, cin, sum, cout);
  input  x, y, cin;
  output sum, cout;
  xor #1 xor0 (w0, x, y);
  xor #1 xor1 (sum, cin, w0);
  and #1 and0 (w1, x, y);
  and #1 and1 (w2, cin, w0);
  or  #1 or0  (cout, w1, w2);
endmodule
module full_adder_pg (x, y, cin, sum, p, g);
  input  x, y, cin;
  output sum, p, g;
  xor #1 xor0 (p, x, y);
  xor #1 xor1 (sum, cin, p);
  and #1 and0 (g, x, y);
endmodule
module half_adder_pg (x, y, p, g);
  input  x, y;
  output p, g;
  xor #1 xor0 (p, x, y);
  and #1 and0 (g, x, y);
endmodule
==> qor.rpt <==
DIE
---------------------------------------------------------------------------
Die footprint ................................................   6400 sq um
I/O pin count ................................................           25
Die width ....................................................        80 um
Core Area ....................................................   3420 sq um
Starting density of the core .................................        9.16%
Count of standard-cell rows ..................................           21
Vertical die size ............................................        80 um

PLACED DESIGN
---------------------------------------------------------------------------
Cell Area, Placed ............................................    613 sq um
Final weighted congestion in routability-driven placement ....        0.816
# placed instances ...........................................          109
Placed wire-length estimate ..................................       963 um
Post-placement worst setup slack .............................      2.93 ns
Tally of buffers added on design ports .......................           25

CLOCK NETWORK
---------------------------------------------------------------------------
Post-CTS Repair Setup Buffers ................................            0
Number of gates resized after CTS ............................            0
Hold buffer count at CTS .....................................            0

SYNTHESIS
---------------------------------------------------------------------------
Synthesized instance count ...................................           39
Distinct lib cells used ......................................           22
Count of yosys warnings during synthesis .....................           10
Chip Area, Yosys .............................................    313 sq um
Synthesized area per cell ....................................   8.02 sq um
Mapped cell area .............................................    313 sq um
Sequential element share of the synthesized area .............           0%
Count of instantiated cells in the yosys netlist .............           39

FINAL LAYOUT
---------------------------------------------------------------------------
Total of fill cells in the finished design ...................          386
Most numerous logic cell after layout ........................ clkdlybuf4s50_1
Clock Buffer Count ...........................................            0
Fin area .....................................................    613 sq um
Area growth from synthesis to layout .........................        96.0%
Non-filler cells, final ......................................          109
Registers ....................................................            0
Most frequent cells in the layout ............................ clkdlybuf4s50_1 (25), ha_1 (8), a21oi_1 (4), xnor2_1 (4), nand2_1 (3)
Share of cells above drive strength 1 ........................        3.17%
Register Area ................................................      0 sq um

JOB
---------------------------------------------------------------------------
Number of warnings in the stage logs .........................           32
Max-capacitance violation count ..............................            0

TIMING
---------------------------------------------------------------------------
Upper clock frequency limit ..................................      180 MHz
Slew @ Worst Pin .............................................     0.332 ns
Setup repair after global routing missed its margin ..........           no
Total count of max-transition violations in the final report .            0
Final hold violation count ...................................            0
Fin crit share ...............................................        65.5%
Max transition margin ........................................        77.8%
Final worst slack ............................................      2.94 ns
Setup TNS ....................................................         0 ns
Final worst path period need .................................      5.56 ns
Count of final setup violators ...............................            0

WORST SETUP PATH
---------------------------------------------------------------------------
Peak fanout along the critical path ..........................            3
Critical Path Source Type ....................................    input pin
CP Data Required Time ........................................      6.80 ns
Source of the critical timing path ...........................         y[0]
CP Class .....................................................       in2out
Worst Setup End Kind .........................................   output pin
Data arrival time of the worst path ..........................      3.86 ns

ROUTE
---------------------------------------------------------------------------
Count of antenna diodes in the layout ........................            0
Overall via count from detail_route ..........................          369
Detailed-route wire length per cell ..........................      9.64 um
First drt pass iteration count ...............................            3
# DRC ........................................................            0
Detailed-route wire length ...................................      1050 um
Vias per cell ................................................         3.39
Remaining antenna violation count ............................            0
Iteration-0 DRC count of the detailed router .................           15

GRT
---------------------------------------------------------------------------
Global-route usage over all layers ...........................        3.44%
Global-route wire length before repair .......................      1860 um
Largest net degree at the start of global routing ............            6
Overflow left after global routing ...........................            0
Number of global-route vias before repair ....................          417
Initial antenna violation count ..............................            0

POWER
---------------------------------------------------------------------------
Maximum resistive drop on vdd ................................  0.0000258 V
Leak .........................................................     0.238 nW
Ratio of total power to cell area ............................ 72.0 nW/um^2

WORST HOLD PATH
---------------------------------------------------------------------------
Type of the tightest min-delay check .........................       in2out
Min-Delay Startpoint .........................................         x[0]

RUN STATUS
---------------------------------------------------------------------------
Result of the run ............................................ complete, no violations

-- worst paths after layout --
kind | end | cells after the start
worst max-delay path | out[6] | 8
worst min-delay path | out[0] | 3
-- through the flow --
step	util (%)	total power, mW	hold WS (ns)
finish	17.9	0.0441	4.43
global route	17.9	0.0500	4.49
CTS	17.9	0.0448	4.44
detailed placement	17.9	0.0445	4.44
global placement	17.9	0.0444	4.44
floorplan	-	0.0182	3.51
-- routing by layer --
layer  vias to the layer above  track usage (%)  wire length [um]
met3                         0             2.16               198
met2                        25             3.37               229
met4                         0                0                 0
met5                         -                0                 0
li1                        197                -                 -
met1                       147             5.81               624
-- where the power goes --
group / leakage [nW] / switching [mW] / total (mW) / internal, mW
combinational: 0.238 / 0.0148 / 0.0441 / 0.0293
sequential: 0 / 0 / 0 / 0
clock: 0 / 0 / 0 / 0
total: 0.238 / 0.0148 / 0.0441 / 0.0293
-- kinds of logic (layout without fill, tap and decap cells) --
group | count (synthesis) | after routing | synth area share, %
AND-OR/OR-AND | 13 | 13 | 27.6
AND/OR/NAND/NOR | 10 | 10 | 16.4
adder cells (fa/ha/maj) | 9 | 9 | 38.4
buffers and inverters | 2 | 26 | 3.60
XOR/XNOR | 5 | 5 | 14.0
-- cell usage after synthesis --
library cell  number  area, sq um
xor2_1             1         8.76
a221o_1            1         10.0
nor4_1             1         6.26
a21oi_1            4         20.0
a21oi_2            1         8.76
inv_1              1         3.75
a31oi_1            1         6.26
nand2_1            3         11.3
ha_1               8          100
nor2_1             1         3.75
a211o_1            1         8.76
xnor2_1            4         35.0
o21bai_1           1         7.51
buf_4              1         7.51
nor2b_2            1         8.76
nand3_1            1         5.00
fa_1               1         20.0
nor3_1             2         10.0
a211oi_1           1         7.51
o21ai_0            2         10.0
nor2b_1            1         6.26
a21o_1             1         7.51
-- worst max-delay path: stages --
cell and delay [ns]:
clkdlybuf4s50_1 0.41, ha_1 0.24, fa_1 0.41, a21oi_1 0.15, nor2b_1 0.08, a31oi_1 0.24, xnor2_1 0.15, clkdlybuf4s50_1 0.49
-- layout make-up --
| type | instances | area, sq um | area share, % |
|---|---|---|---|
| inverter | 1 | 3.75 | 0.612 |
| multi-input combinational | 37 | 302 | 49.2 |
| tap | 46 | 57.6 | 9.39 |
| timing repair buffer | 25 | 250 | 40.8 |
Power figures rest on the tool's default switching activity, not on a simulated workload.
