==> design/flow/design.v <==
module SingleCycle_MIPS(
    clk,
    rst_n,
    IR_addr,
    IR,
    RF_writedata,
    ReadDataMem,
    CEN,
    WEN,
    A,
    ReadData2,
    OEN
);
    input         clk, rst_n;
    input  [31:0] IR;
    output [31:0] IR_addr;
    output [31:0] RF_writedata;
    input  [31:0] ReadDataMem;   
    output        CEN;           
    output        WEN;           
    output  [6:0] A;             
    output [31:0] ReadData2;     
    output        OEN;           
    wire        RegDst;
    wire        RegWrite;
    wire        ALUSrc;
    wire        ALUOp;
    wire        MemWrite;
    wire        MemRead;
    wire        MemToReg;
    wire        Branch;
    wire        Jump;
    wire        PCSrc;
    wire        WriteRA;
    wire  [4:0] reg_w;
    wire [31:0] alu_y;
    wire        alu_zero;
    wire [31:0] reg_bus_w;
    wire [31:0] reg_bus_x;
    wire [31:0] reg_bus_y;
    wire [31:0] alu_out;
    wire [31:0] branch_addr;
    wire [31:0] jump_addr;
    wire [31:0] sign_extend;
    wire  [2:0] alu_ctrl;
    wire  [5:0] opcode;
    wire  [5:0] funct;
    wire  [8:0] sl_bypass;
    wire [31:0] pc_w, pc_4;
    reg  [31:0] pc_r;
    wire reg_WEN;
    register_file rf_inst(
        .Clk(clk),
        .rst_n(rst_n),
        .WEN(reg_WEN),
        .RW(reg_w),
        .busW(reg_bus_w),
        .RX(IR[25:21]),
        .RY(IR[20:16]),
        .busX(reg_bus_x),
        .busY(reg_bus_y)
    );
    alu alu_inst(
        .ctrl(alu_ctrl),
        .x(reg_bus_x),
        .y(alu_y),
        .out(alu_out),
        .zero(alu_zero)
    );
    alu_ctrl_unit alu_ctrl_unit_inst(
        .ALUOp(ALUOp),
        .funct(IR[5:0]),
        .alu_ctrl(alu_ctrl),
        .PCSrc(PCSrc)
    );
    ctrl_unit ctrl_unit_inst(
        .opcode(IR[31:26]),
        .RegDst(RegDst),
        .Jump(Jump),
        .Branch(Branch),
        .MemToReg(MemToReg),
        .MemWrite(MemWrite),
        .MemRead(MemRead),
        .ALUOp(ALUOp),
        .ALUSrc(ALUSrc),
        .RegWrite(RegWrite),
        .WriteRA(WriteRA)
    );
    assign reg_WEN = RegWrite & ~PCSrc;
    assign reg_w = WriteRA ? 5'd31 : RegDst ? IR[15:11] : IR[20:16];
    assign reg_bus_w = WriteRA ? {2'b0, pc_4[31:2]} : ~MemToReg ? alu_out : ReadDataMem;
    assign CEN = ~(MemWrite | MemRead);
    assign WEN = ~MemWrite;
    assign OEN = 1'b0;
    assign A = sl_bypass[8:2];
    assign RF_writedata = reg_bus_w;
    assign ReadData2 = reg_bus_y;
    assign alu_y = reg_bus_y;
    assign IR_addr = pc_r;
    assign pc_4 = pc_r + 4;
    assign sign_extend = {{16{IR[15]}}, IR[15:0]};
    assign jump_addr = {pc_4[31:28], {IR[25:0], 2'b0}};
    assign sl_bypass = sign_extend[8:0] + reg_bus_x[8:0];
    assign pc_w = PCSrc ? {reg_bus_x[29:0], 2'b0} : Jump ? jump_addr : branch_addr;
    assign branch_addr = (Branch & alu_zero) ? pc_4 + {sign_extend[29:0], 2'b0} : pc_4;
    always @ (posedge clk or negedge rst_n) begin
        if (~rst_n) pc_r <= 32'b0;
        else        pc_r <= pc_w;
    end
endmodule
module ctrl_unit(
    opcode,
    RegDst,
    Jump,
    Branch,
    MemToReg,
    MemWrite,
    MemRead,
    ALUOp,
    ALUSrc,
    RegWrite,
    WriteRA
);
    input  [5:0] opcode;
    output       RegDst;
    output       Jump;
    output       Branch;
    output       MemToReg;
    output       MemWrite;
    output       MemRead;
    output       ALUOp;
    output       ALUSrc;
    output       RegWrite;
    output       WriteRA;
    reg       RegDst;
    reg       Jump;
    reg       Branch;
    reg       MemToReg;
    reg       MemWrite;
    reg       MemRead;
    reg       ALUOp;
    reg       ALUSrc;
    reg       RegWrite;
    reg       WriteRA;
    always @ (*) begin
        RegDst = ~(opcode[2] | opcode[1] | opcode[0]);
        MemWrite = opcode[5] & opcode[3];
        MemRead = opcode[5] & ~opcode[3];
        MemToReg = opcode[5] & ~opcode[3];
        ALUSrc = 1'b0;  
        RegWrite = ~((opcode[3] ^ opcode[2]) | (opcode[1] ^ opcode[0]));
        WriteRA = opcode[1] & opcode[0] & ~opcode[5];
        Jump = ~opcode[5] & ~opcode[3] & ~opcode[2] & opcode[1];
        Branch = opcode[2];
        ALUOp = opcode[2] | opcode[1] | opcode[0];
    end
endmodule
module alu_ctrl_unit(
    ALUOp,
    funct,
    alu_ctrl,
    PCSrc
);
    input        ALUOp;
    input  [5:0] funct;
    output [2:0] alu_ctrl;
    output       PCSrc;
    reg  [2:0] alu_ctrl;
    reg        PCSrc;
    reg  [4:0] op;
    always @ (*) begin
        op = {ALUOp, funct[3:0]};
        PCSrc = ~ALUOp & ~funct[5] & funct[3];
        case (op)
            5'b00000: alu_ctrl = 3'b000;
            5'b00010: alu_ctrl = 3'b001;
            5'b00100: alu_ctrl = 3'b010;
            5'b00101: alu_ctrl = 3'b110;
            5'b01010: alu_ctrl = 3'b101;
            default:  alu_ctrl = 3'b001;
        endcase
    end
endmodule
module alu(
    ctrl,
    x,
    y,
    carry,
    out,
    zero
);
    input   [2:0] ctrl;
    input  [31:0] x;
    input  [31:0] y;
    output        carry;
    output [31:0] out;
    output        zero;
    wire [32:0] add;
    wire [32:0] sub;
    wire [31:0] _y;
    reg         carry;
    reg  [31:0] out;
    assign _y = 1 + ~y;
    assign add = x + (ctrl[0] ? _y : y);
    assign zero = ~|out;
    always @ (*) begin
        case (ctrl[2:1])
          2'b01: {carry, out} = {1'b0, x & y};
          2'b11: {carry, out} = {1'b0, x | y};
          2'b10: {carry, out} = {31'b0, add[31]};
          2'b00: {carry, out} = add;
        endcase
    end
endmodule
module register_file(
    Clk  ,
    rst_n,
    WEN  ,
    RW   ,
    busW ,
    RX   ,
    RY   ,
    busX ,
    busY
);
input         Clk, WEN, rst_n;
input   [4:0] RW, RX, RY;
input  [31:0] busW;
output [31:0] busX, busY;
reg  [31:0] busX, busY;
reg [31:0] r_r0, r_w0;
reg [31:0] r_r1, r_w1;
reg [31:0] r_r2, r_w2;
reg [31:0] r_r3, r_w3;
reg [31:0] r_r4, r_w4;
reg [31:0] r_r5, r_w5;
reg [31:0] r_r6, r_w6;
reg [31:0] r_r7, r_w7;
reg [31:0] r_r8, r_w8;
reg [31:0] r_r9, r_w9;
reg [31:0] r_r10, r_w10;
reg [31:0] r_r11, r_w11;
reg [31:0] r_r12, r_w12;
reg [31:0] r_r13, r_w13;
reg [31:0] r_r14, r_w14;
reg [31:0] r_r15, r_w15;
reg [31:0] r_r16, r_w16;
reg [31:0] r_r17, r_w17;
reg [31:0] r_r18, r_w18;
reg [31:0] r_r19, r_w19;
reg [31:0] r_r20, r_w20;
reg [31:0] r_r21, r_w21;
reg [31:0] r_r22, r_w22;
reg [31:0] r_r23, r_w23;
reg [31:0] r_r24, r_w24;
reg [31:0] r_r25, r_w25;
reg [31:0] r_r26, r_w26;
reg [31:0] r_r27, r_w27;
reg [31:0] r_r28, r_w28;
reg [31:0] r_r29, r_w29;
reg [31:0] r_r30, r_w30;
reg [31:0] r_r31, r_w31;
always @ (*) begin
    case (RX)
        5'd0: busX = r_r0;
        5'd1: busX = r_r1;
        5'd2: busX = r_r2;
        5'd3: busX = r_r3;
        5'd4: busX = r_r4;
        5'd5: busX = r_r5;
        5'd6: busX = r_r6;
        5'd7: busX = r_r7;
        5'd8: busX = r_r8;
        5'd9: busX = r_r9;
        5'd10: busX = r_r10;
        5'd11: busX = r_r11;
        5'd12: busX = r_r12;
        5'd13: busX = r_r13;
        5'd14: busX = r_r14;
        5'd15: busX = r_r15;
        5'd16: busX = r_r16;
        5'd17: busX = r_r17;
        5'd18: busX = r_r18;
        5'd19: busX = r_r19;
        5'd20: busX = r_r20;
        5'd21: busX = r_r21;
        5'd22: busX = r_r22;
        5'd23: busX = r_r23;
        5'd24: busX = r_r24;
        5'd25: busX = r_r25;
        5'd26: busX = r_r26;
        5'd27: busX = r_r27;
        5'd28: busX = r_r28;
        5'd29: busX = r_r29;
        5'd30: busX = r_r30;
        5'd31: busX = r_r31;
    endcase
    case (RY)
        5'd0: busY = r_r0;
        5'd1: busY = r_r1;
        5'd2: busY = r_r2;
        5'd3: busY = r_r3;
        5'd4: busY = r_r4;
        5'd5: busY = r_r5;
        5'd6: busY = r_r6;
        5'd7: busY = r_r7;
        5'd8: busY = r_r8;
        5'd9: busY = r_r9;
        5'd10: busY = r_r10;
        5'd11: busY = r_r11;
        5'd12: busY = r_r12;
        5'd13: busY = r_r13;
        5'd14: busY = r_r14;
        5'd15: busY = r_r15;
        5'd16: busY = r_r16;
        5'd17: busY = r_r17;
        5'd18: busY = r_r18;
        5'd19: busY = r_r19;
        5'd20: busY = r_r20;
        5'd21: busY = r_r21;
        5'd22: busY = r_r22;
        5'd23: busY = r_r23;
        5'd24: busY = r_r24;
        5'd25: busY = r_r25;
        5'd26: busY = r_r26;
        5'd27: busY = r_r27;
        5'd28: busY = r_r28;
        5'd29: busY = r_r29;
        5'd30: busY = r_r30;
        5'd31: busY = r_r31;
    endcase
    r_w0 = 32'b0;
    r_w1 = r_r1;
    r_w2 = r_r2;
    r_w3 = r_r3;
    r_w4 = r_r4;
    r_w5 = r_r5;
    r_w6 = r_r6;
    r_w7 = r_r7;
    r_w8 = r_r8;
    r_w9 = r_r9;
    r_w10 = r_r10;
    r_w11 = r_r11;
    r_w12 = r_r12;
    r_w13 = r_r13;
    r_w14 = r_r14;
    r_w15 = r_r15;
    r_w16 = r_r16;
    r_w17 = r_r17;
    r_w18 = r_r18;
    r_w19 = r_r19;
    r_w20 = r_r20;
    r_w21 = r_r21;
    r_w22 = r_r22;
    r_w23 = r_r23;
    r_w24 = r_r24;
    r_w25 = r_r25;
    r_w26 = r_r26;
    r_w27 = r_r27;
    r_w28 = r_r28;
    r_w29 = r_r29;
    r_w30 = r_r30;
    r_w31 = r_r31;
    if (WEN) begin
        case (RW)
            5'd0: r_w0 = 32'b0;
            5'd1: r_w1 = busW;
            5'd2: r_w2 = busW;
            5'd3: r_w3 = busW;
            5'd4: r_w4 = busW;
            5'd5: r_w5 = busW;
            5'd6: r_w6 = busW;
            5'd7: r_w7 = busW;
            5'd8: r_w8 = busW;
            5'd9: r_w9 = busW;
            5'd10: r_w10 = busW;
            5'd11: r_w11 = busW;
            5'd12: r_w12 = busW;
            5'd13: r_w13 = busW;
            5'd14: r_w14 = busW;
            5'd15: r_w15 = busW;
            5'd16: r_w16 = busW;
            5'd17: r_w17 = busW;
            5'd18: r_w18 = busW;
            5'd19: r_w19 = busW;
            5'd20: r_w20 = busW;
            5'd21: r_w21 = busW;
            5'd22: r_w22 = busW;
            5'd23: r_w23 = busW;
            5'd24: r_w24 = busW;
            5'd25: r_w25 = busW;
            5'd26: r_w26 = busW;
            5'd27: r_w27 = busW;
            5'd28: r_w28 = busW;
            5'd29: r_w29 = busW;
            5'd30: r_w30 = busW;
            5'd31: r_w31 = busW;
        endcase
    end
end
always @ (posedge Clk) begin
    r_r0 <= r_w0;
    r_r1 <= r_w1;
    r_r2 <= r_w2;
    r_r3 <= r_w3;
    r_r4 <= r_w4;
    r_r5 <= r_w5;
    r_r6 <= r_w6;
    r_r7 <= r_w7;
    r_r8 <= r_w8;
    r_r9 <= r_w9;
    r_r10 <= r_w10;
    r_r11 <= r_w11;
    r_r12 <= r_w12;
    r_r13 <= r_w13;
    r_r14 <= r_w14;
    r_r15 <= r_w15;
    r_r16 <= r_w16;
    r_r17 <= r_w17;
    r_r18 <= r_w18;
    r_r19 <= r_w19;
    r_r20 <= r_w20;
    r_r21 <= r_w21;
    r_r22 <= r_w22;
    r_r23 <= r_w23;
    r_r24 <= r_w24;
    r_r25 <= r_w25;
    r_r26 <= r_w26;
    r_r27 <= r_w27;
    r_r28 <= r_w28;
    r_r29 <= r_w29;
    r_r30 <= r_w30;
    r_r31 <= r_w31;
end
endmodule
==> design/flow/run.sh <==
#!/bin/bash
# OpenROAD 26Q1-2900-gdf79404cd8, Yosys 0.63+post, stock flow scripts
make -C /OpenROAD-flow-scripts/flow DESIGN_CONFIG=/design/flow/config.mk WORK_HOME=/design/flow/orfs finish
==> design/flow/config.mk <==
export PLATFORM = sky130hd
export DESIGN_NAME = SingleCycle_MIPS
export DESIGN_NICKNAME = SingleCycle_MIPS
export VERILOG_FILES = /design/flow/design.v
export SDC_FILE = /design/flow/constraint.sdc
export NUM_CORES = 4
export LEC_CHECK = 1
export CORE_UTILIZATION = 40
==> design/flow/constraint.sdc <==
current_design SingleCycle_MIPS

set clk_period 45.6
set clk_io_pct 0.2

create_clock -name clk0 -period $clk_period [get_ports {clk}]

set non_clock_inputs [all_inputs -no_clocks]
set_input_delay [expr $clk_period * $clk_io_pct] -clock clk0 $non_clock_inputs
set_output_delay [expr $clk_period * $clk_io_pct] -clock clk0 [all_outputs]
==> results.py <==
# Auto-generated metrics
metrics = {
    "status": {
        "outcome": "completed",
    },
    "cts": {
        "ctsResizeCount": 0,
        "clk_pin_slew_worst_paths_ps": 60,
        "cts-root-buf": "clkbuf_16",
        "clock_path_buffers": 3,
        "cts_tree": "yes",
        "post_cts_buffers": 0,
        "cts_hold_buf": 0,
        "h-tree-depth": 3,
        "cts.sinks": 1022,
        "clock_latency_ps": 760,
        "cts_buffers": 108,
    },
    "yosys": {
        "synthAoiAreaFrac": 0.174,
        "synthSimpleGateAreaFrac": 0.157,
        "syn_area_per_cell_um2": 11.8,
        "yosysWarnings": 5,
        "syn_area_mm2": 0.0517,
        "async_flop_share": 0.0294,
        "yosys-top-cells-area": "edfxtp_1, a22oi_1, and3_1",
        "synth_cell_types": 91,
        "synth_top_area_share": 0.576,
        "synth_top_cell_by_area": "edfxtp_1",
        "ys.flop_type": "edfxtp_1",
        "seq_area_frac_synth": 0.591,
        "edf_count": 992,
        "ys_ff": 1022,
        "ys_sh_adder": 0.0204,
        "xor_share": 0.0183,
        "top_logic_kind": "AND-OR/OR-AND gates",
        "yosys-stat-area_mm2": 0.0517,
        "netlist_instances": 4368,
        "ys_sh_mux": 0.00905,
        "yosys_cells": 4368,
    },
    "pwr": {
        "clock_power_share": 0.317,
        "pwr-share-seq": 0.427,
        "intPower_w": 0.00197,
        "power_switching_w": 0.000939,
        "swShare": 0.323,
        "p_leak_nw": 21.6,
        "ir_worst_vdd_mv": 0.0334,
        "p_per_area_mw_per_mm2": 48.0,
        "power_frac_comb": 0.256,
    },
    "layout": {
        "syn_to_final_growth_pct": 17.2,
        "layout.area.comb_mm2": 0.0206,
        "instances_no_fill": 6340,
        "fill_cells": 11200,
        "regArea_mm2": 0.0305,
        "drive_gt1_frac": 0.131,
        "stdcell_area_mm2": 0.0606,
    },
    "worst_hold_path": {
        "hp-class": "reg -> reg",
    },
    "critical_path": {
        "crit_cells": 31,
        "crit_path_max_incr_delay_ps": 790,
        "crit_family": "simple AND/OR/NAND/NOR gates",
        "worstSetupStartpoint": "IR[19]",
        "cp_slowest_cell": "or4_1",
        "critPathMaxFanout": 33,
        "endpoint": "RF_writedata[31]",
        "path_buffers": 7,
        "reg2reg_from": "rf_inst.r_r11[3]$_DFFE_PP_",
        "crit_required_ps": 36480,
        "r2r-end": "pc_r[21]$_DFF_PN0_",
        "cp.arrival_ps": 18890,
        "criticalPathCategory": "in -> out",
        "worst_r2r_path_depth": 26,
        "regToRegSetupSlack_ps": 37160,
        "path_common_cell": "buf_4",
        "critPathCaptureType": "output port",
        "crit_path_start_kind": "input port",
    },
    "global_route": {
        "track_usage": 0.471,
        "grt_max_degree": 45,
        "gr-total-overflow": 0,
        "grt_pass1_vias": 46900,
        "grt_antenna_before_repair": 26,
        "grt_pass1_wl_um": 389000,
    },
    "timing": {
        "grt_setup_unrepaired": "no",
        "skew_ps": 22.6,
        "setup_slack_ps": 17590,
        "period_minus_slack_ps": 28010,
        "tightest_slew_ps": 1250,
        "finalHoldViolations": 0,
        "max_slew_margin": 0.164,
        "fin_tns_setup_ps": 0,
        "fin_hold_ws_ps": 761,
        "slew_violations": 0,
        "setup_viol": 0,
        "max_freq_mhz": 35.7,
        "final.period_utilization": 0.614,
    },
    "routing": {
        "first_pass_iters": 7,
        "postRouteAntennaNets": 0,
        "drc": 0,
        "drt-total-wl_um": 291000,
        "drt-wirelength-per-cell_um": 45.9,
        "num_vias": 47400,
        "drt_iter0_drc": 5995,
        "viasPerCell": 7.48,
    },
    "floorplanning": {
        "die_y_um": 361,
        "num_rows": 131,
        "fp_util": 0.404,
        "die-area_mm2": 0.131,
        "ioPinCount": 172,
        "die_w_um": 361,
        "core_mm2": 0.128,
    },
    "place": {
        "place_ws_ps": 17780,
        "dp_hpwl_um": 177000,
        "gp_congestion": 1.09,
        "place_area_mm2": 0.0569,
        "dp_cells": 6114,
        "place.port_buffers": 167,
    },
    "job": {
        "max-cap-violations": 0,
        "warning_count": 28,
    },
}
==> per-stage QoR <==
stage,total power (W),utilization
final,0.00291,0.474
after global routing,0.00298,0.473
after CTS,0.00287,0.473
after detailed placement,0.00197,0.445
after global placement,0.00197,0.445
after floorplan,0.00162,-
==> placed cells by master (no fill, tap or decap), types with 18 or more instances in the layout <==
cell type          n
dfrtp_1           30
o21ai_0          102
a31oi_1           32
clkinv_1          28
or4_1             47
a221oi_1          25
nand2_1          218
nand4_1          143
o31ai_1           27
inv_1             44
nor2_2            22
a2111oi_0        121
a22oi_1          569
xor2_1            42
a22o_1            25
mux2i_1           31
nand3_1          212
ha_1              70
nor2_4            49
clkdlybuf4s50_1  162
edfxtp_1         992
nor2_1           141
nor4_1            24
diode_2           26
nor3_1            57
xnor2_1           66
buf_4            254
nand3b_1          18
a21o_1            28
a32oi_1           18
nand2b_1          27
clkbuf_16        112
and3_1           381
a21oi_1           96
==> cell usage after synthesis, types with 17 or more instances <==
library cell    n
edfxtp_1      992
a22oi_1       569
and3_1        384
clkbuf_1      270
nand2_1       219
nand3_1       212
nor2_1        212
nand4_1       143
a2111oi_0     121
a21oi_1       121
o21ai_0       105
ha_1           70
nor3_1         66
xnor2_1        66
or4_1          47
a31oi_1        45
inv_1          44
xor2_1         42
nor4_1         32
mux2i_1        31
dfrtp_1        30
a21o_1         28
nand2b_1       28
buf_1          27
o31ai_1        27
a221oi_1       25
a22o_1         25
buf_2          25
a32oi_1        18
nand3b_1       18
o21ai_1        18
a211oi_1       17
or3_1          17
==> worst min-delay path, cell delays in order, from the launching register on <==
cell	delay (ps)
dfrtp_1	390
xnor2_1	140
nor2_1	110
a211oi_1	70
==> final cells by class <==
type                            count  area share
Sequential cell                  1022       0.504
Multi-Input combinational cell   2965       0.340
Timing Repair Buffer              421      0.0587
Clock buffer                      129      0.0473
Tap cell                         1662      0.0343
Clock inverter                     71      0.0123
Inverter                           44     0.00273
Antenna cell                       26     0.00107
==> power groups by stage <==
stage | logic (W) | registers [W] | clock network, W
final | 0.000745 | 0.00124 | 0.000923
after global routing | 0.000778 | 0.00125 | 0.000951
after CTS | 0.000714 | 0.00124 | 0.000919
==> kinds of logic after synthesis <==
group / Yosys count
DFF: 1022
adders and majority gates: 86
other: 1
buffers and inverters: 383
AOI/OAI and AO/OA: 1239
muxes: 44
xor gates and xnor gates: 108
and+or+nand+nor: 1485
==> per-layer routing <==
metal	routed length, µm	vias up	track usage
met5	2610	-	0.185
met4	25100	80	0.294
met3	60200	1554	0.409
met2	117000	5063	0.614
met1	86800	22600	0.486
li1	-	18200	-
==> worst min path at each step <==
| stage | start | endpoint | cells after the start |
|---|---|---|---|
| after CTS | pc_r[28]$_DFF_PN0_ | pc_r[28]$_DFF_PN0_ | 3 |
| final | pc_r[28]$_DFF_PN0_ | pc_r[28]$_DFF_PN0_ | 3 |
| after global routing | pc_r[28]$_DFF_PN0_ | pc_r[28]$_DFF_PN0_ | 3 |
Power and IR drop assume default switching activity.
